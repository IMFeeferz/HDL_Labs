`./run.sh`:
```
#!/bin/bash
# OpenROAD 26Q1-2900-gdf79404cd8, Yosys 0.63+post, stock flow scripts
make -C /OpenROAD-flow-scripts/flow DESIGN_CONFIG=/design/flow/config.mk WORK_HOME=/design/flow/orfs finish
```
`./config.mk`:
```
export PLATFORM = sky130hd
export DESIGN_NAME = new_input
export DESIGN_NICKNAME = new_input
export VERILOG_FILES = /design/flow/design.v
export SDC_FILE = /design/flow/constraint.sdc
export NUM_CORES = 4
export LEC_CHECK = 1
export CORE_AREA = 10 10 75 75
export DIE_AREA = 0 0 85 85
```
`./constraint.sdc`:
```
current_design new_input

set clk_period 6.5
set clk_io_pct 0.2

create_clock -name clk0 -period $clk_period

set non_clock_inputs [all_inputs -no_clocks]
set_input_delay [expr $clk_period * $clk_io_pct] -clock clk0 $non_clock_inputs
set_output_delay [expr $clk_period * $clk_io_pct] -clock clk0 [all_outputs]
```
`./design.v`:
```
module bit_comparator(
	input logic ai, bi,nextcheck,
	output logic less_than, nextbit);
	logic greater;
	assign greater = ~bi & ai;
    assign less_than = ~ai & bi & nextcheck;
    assign nextbit = ~(less_than | greater) & nextcheck ;
endmodule
module  comparator(
	input logic [16:0]ai, bi,
	output logic isLess); 
    logic [15:0]less_than, nextbit;
    bit_comparator compare15(ai[15],bi[15],1'b1 ,less_than[15],nextbit[15]);
    bit_comparator compare14(ai[14],bi[14],nextbit[15],less_than[14],nextbit[14]); 
    bit_comparator compare13(ai[13],bi[13],nextbit[14],less_than[13],nextbit[13]); 
    bit_comparator compare12(ai[12],bi[12],nextbit[13],less_than[12],nextbit[12]); 
    bit_comparator compare11(ai[11],bi[11],nextbit[12],less_than[11],nextbit[11]); 
    bit_comparator compare10(ai[10],bi[10],nextbit[11],less_than[10],nextbit[10]); 
    bit_comparator compare9(ai[9],bi[9],nextbit[10],less_than[9],nextbit[9]); 
    bit_comparator compare8(ai[8],bi[8],nextbit[9],less_than[8],nextbit[8]); 
    bit_comparator compare7(ai[7],bi[7],nextbit[8],less_than[7],nextbit[7]); 
    bit_comparator compare6(ai[6],bi[6],nextbit[7],less_than[6],nextbit[6]); 
    bit_comparator compare5(ai[5],bi[5],nextbit[6],less_than[5],nextbit[5]); 
    bit_comparator compare4(ai[4],bi[4],nextbit[5],less_than[4],nextbit[4]); 
    bit_comparator compare3(ai[3],bi[3],nextbit[4],less_than[3],nextbit[3]); 
    bit_comparator compare2(ai[2],bi[2],nextbit[3],less_than[2],nextbit[2]); 
    bit_comparator compare1(ai[1],bi[1],nextbit[2],less_than[1],nextbit[1]); 
    bit_comparator compare0(ai[0],bi[0],nextbit[1],less_than[0],nextbit[0]); 
    assign isLess = less_than[15] | less_than[14] | less_than[13] | less_than[12] | less_than[11] | less_than[10] | less_than[9] | less_than[8] | less_than[7] | less_than[6] | less_than[5] | less_than[4] | less_than[3] | less_than[2] | less_than[1] | less_than[0];
endmodule
module signBit(
	input logic [16:0]a,b,
	input logic op,
	output logic signBit,actual_operation);
	comparator c1(a,b, isLess);
	assign signBit = (a[16] & ~isLess) | (op & ~b[16] & isLess) | (~op & b[16] & isLess);
	assign actual_operation = (~b[16] & ((~op & a[16])+(op & ~a[16]))) | (b[16] & ((~op & ~a[16]) | (op & a[16])));
endmodule
module new_input(
	input logic [16:0]a,b,
	input logic op,
	output logic signBit,actual_operation,
	output logic [16:0]a_new,b_new);
	logic [3:0]c;
	comparator c2(a,b, isLess);
	signBit sign1(a,b,op,signBit,actual_operation);
	assign c[3]=op;
	assign c[2]=a[16];
	assign c[1]=b[16];
	assign c[0]=isLess;
	always_comb 
	 begin
	  case(c)
	    4'b0011 : begin 
			 a_new = b;
			 b_new = a;
		      end
	    4'b0101 : begin 
			 a_new = b;
			 b_new = a;
		      end
	    4'b1001 : begin 
			 a_new = b;
			 b_new = a;
		      end
	    4'b1111 : begin 
			 a_new = b;
			 b_new = a;
		      end
	    default : begin
			 a_new = a;
			 b_new = b;
		      end
	  endcase
	 end
endmodule
module final_operation(
	input logic [16:0]a,b,
	input logic op,
	output logic [16:0]Y,
	output logic OF);
	logic bout,cout;
	logic [15:0]sum,diff;
	logic [16:0]a_new,b_new;
	new_input n1(a,b,op,signBit,actual_operation,a_new,b_new);
	ppa_16bit add(a_new[15:0],b_new[15:0],1'b0,sum,cout);
	Subtractor_16bit sub(a_new[15:0],b_new[15:0],1'b0,diff,bout);
	assign Y[15:0]=actual_operation?diff:sum ;
	assign OF=actual_operation?bout:cout;
	assign Y[16]=signBit;
endmodule
```
==> results.json <==
{
  "min_period_ps": 5800,
  "rows": 23,
  "flop_area_um2": 0,
  "p_total_mw": 0.140,
  "place_hpwl_um": 2620,
  "cp-end-kind": "primary output",
  "maxCapViolations": 0,
  "cp_slowest_cell": "o21ai_4",
  "combPwrFrac_pct": 100.0,
  "syn_avg_cell_area_um2": 9.31,
  "diodes": 0,
  "num_io_pins": 71,
  "yosys-stat-area_um2": 968,
  "fp.dieH_um": 85,
  "crit_buf_inv": 3,
  "syn_area_um2": 968,
  "rsz0062_at_grt": "false",
  "startpoint_type": "input port",
  "p_int_mw": 0.0983,
  "worstPathRequired_ps": 5200,
  "fill_cells": 369,
  "top_cell_area_share_pct": 41.9,
  "gp_congestion": 0.769,
  "critical_path.endpoint": "a_new[15]",
  "die_w_um": 85,
  "clockPowerShare_pct": 0,
  "fp_util_pct": 23.9,
  "swShare_pct": 29.8,
  "tightestPinTransition_ps": 603,
  "synth.distinct_cells": 29,
  "post-route-period-util_pct": 89.2,
  "hold_ws_ps": 3600,
  "grt_max_degree": 22,
  "netSwitchingPower_mw": 0.0418,
  "power_density_nw_per_um2": 81.1,
  "ant_nets": 0,
  "relSlewSlack_pct": 59.7,
  "peakVddDrop_mv": 0.0316,
  "fin_util_pct": 42.6,
  "hold_viol_final": 0,
  "hold_buffers": 0,
  "cts_resized": 0,
  "p_leak_nw": 0.789,
  "sequentialPowerShare_pct": 0,
  "hp-class": "in2out",
  "grt_use_total_pct": 7.54,
  "worstHoldStart": "a[8]",
  "coreArea_um2": 4060,
  "cp_cell_sequence": "clkdlybuf4s50_1 -> nand2b_1 -> maj3_1 -> o21ai_0 -> o21ai_0 -> a221o_1 -> o21ai_4 -> buf_12 -> mux2_2 -> clkdlybuf4s50_1",
  "cp.arrival_ps": 4500,
  "max_stage_delay_ps": 540,
  "path_max_fanout": 21,
  "area_leaders": "mux2_4 42%, inv_1 6.6%, ha_1 6.5%",
  "areaGrowthSynthToFinish_pct": 78.4,
  "status": "finished clean",
  "vias": 956,
  "setup_viol": 0,
  "wire_per_inst_um": 13.4,
  "routed_wl_um": 3000,
  "synthesis.instances": 104,
  "cp_num_cells": 10,
  "grt_pass1_vias": 983,
  "drt-initial-drc-count": 21,
  "chipArea_um2": 7230,
  "crit_start": "b[2]",
  "antenna_found_initial": 0,
  "layout-drive-gt1-share_pct": 20.8,
  "fmaxAchievable_mhz": 173,
  "slew_viol_final": 0,
  "drc_errors": 0,
  "yosysTopAreaCell": "mux2_4",
  "post_cts_buffers": 0,
  "portBuffers": 71,
  "synth_stat.cells": 104,
  "grt-ovfl-total": 0,
  "dr.pass1.iters": 4,
  "yosys_warnings": 3,
  "flops": 0,
  "ys_seq_share_pct": 0,
  "drt-vias-per-instance": 4.29,
  "tool_warnings": 35,
  "path_class": "in2out",
  "finalSetupTns_ps": 0,
  "n_clock_buffer": 0,
  "path_delay_family": "AND-OR/OR-AND gates",
  "grt_first_pass_wirelength_um": 4730
}
cells by family (layout without fill, tap and decap cells):
logic type      Yosys count  in the layout  share of synthesized area (%)
mux                      32             32                           47.4
fa+ha+maj                11             11                           13.0
simple gates             16             16                           10.2
buf+inv                  20             89                           10.1
xor+xnor                  7              7                           6.33
compound gates           18             18                           12.9
synthesized netlist by cell type:
master / instances
a211oi_1: 2
a21oi_1: 1
a221o_1: 1
buf_6: 3
ha_1: 5
inv_1: 17
maj3_1: 3
maj3_2: 3
mux2_2: 3
mux2_4: 27
mux2i_1: 2
nand2_1: 1
nand2b_1: 6
nand3_1: 1
nand3b_1: 1
nand4_1: 1
nor2_1: 1
nor2_4: 1
nor2b_1: 2
nor3_1: 1
nor4_1: 1
o21ai_0: 7
o21ai_4: 1
o21bai_1: 1
o221ai_1: 1
o22ai_1: 3
o2bb2ai_1: 1
xnor2_1: 5
xor2_1: 2
cell usage in the layout (no fill, tap or decap), types with 2 or more instances in the layout:
cell type	synthesis	layout
mux2_2	3	3
ha_1	5	5
nand2b_1	6	6
xnor2_1	5	5
nor2b_1	2	2
mux2_4	27	27
maj3_2	3	3
o21ai_0	7	7
maj3_1	3	3
a211oi_1	2	2
inv_1	17	17
clkdlybuf4s50_1	0	71
mux2i_1	2	2
o22ai_1	3	3
xor2_1	2	2
how the worst min path moves through the flow:
stage / to / slack [ps] / cells after the start
final: b_new[8] / 3600 / 4
after global routing: a_new[8] / 3650 / 4
after CTS: b_new[8] / 3610 / 4
area by class of cell:
type | count | area, µm² | share of cell area, %
Timing Repair Buffer | 72 | 731 | 42.3
Tap cell | 50 | 62.6 | 3.62
Multi-Input combinational cell | 84 | 871 | 50.4
Inverter | 17 | 63.8 | 3.69
power groups by stage:
| stage | logic (mW) | clock network [mW] | registers [mW] |
|---|---|---|---|
| after CTS | 0.143 | 0 | 0 |
| final | 0.140 | 0 | 0 |
| after global routing | 0.153 | 0 | 0 |
per-stage QoR:
stage / cells / worst slack, ps / area, µm²
final: 223 / 705 / 1730
after CTS: 223 / 672 / 1730
after floorplan: 104 / 2120 / 968
after detailed placement: 223 / 682 / 1730
after global routing: 223 / 503 / 1730
after global placement: 223 / 700 / 1730
metal layers:
layer	track usage (%)	vias up	share of wire [%]
li1	-	507	-
met1	8.89	414	41
met2	13.5	35	49
met3	2.70	0	9.9
met4	0	0	0
met5	0	-	0
Power figures rest on the tool's default switching activity, not on a simulated workload.
